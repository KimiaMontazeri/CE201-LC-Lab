==> ./config.mk <==
export PLATFORM = sky130hd
export DESIGN_NAME = adder_sub_4bit
export DESIGN_NICKNAME = adder_sub_4bit
export VERILOG_FILES = /design/flow/design.v
export SDC_FILE = /design/flow/constraint.sdc
export NUM_CORES = 4
export LEC_CHECK = 1
export CORE_AREA = 10 10 70 70
export DIE_AREA = 0 0 80 80
==> ./constraint.sdc <==
current_design adder_sub_4bit

set clk_period 4.7
set clk_io_pct 0.2

create_clock -name clk0 -period $clk_period

set non_clock_inputs [all_inputs -no_clocks]
set_input_delay [expr $clk_period * $clk_io_pct] -clock clk0 $non_clock_inputs
set_output_delay [expr $clk_period * $clk_io_pct] -clock clk0 [all_outputs]
==> ./design.v <==
`timescale 1ns / 1ps
`timescale 1ns / 1ps
module adder_sub_1bit(a, b, sel, Cin, sum, Cout);
	 input a, b, sel, Cin;
	 output sum, Cout;
	 wire x, y, w0, w1, w2, w3;
	 assign x = a;
	 xor #(10) g0(y, b, sel);
	 xor #(10) g1(w0, x, y);
	 xor #(10) g2(sum, Cin, w0);
	 and #(5) g3(w1, y, Cin);
	 and #(5) g4(w2, x, y);
	 and #(5) g5(w3, x, Cin);
	 or #(5) g6(Cout, w1, w2, w3);
endmodule
module adder_sub_4bit(
	 input [3:0] A, 
	 input [3:0] B, 
	 input sel,  
	 output [3:0] S, 
	 output Cout
);	 
	 wire Cin0, Cin1, Cin2, Cin3;
	 assign Cin0 = sel;
	 adder_sub_1bit asb0(A[0], B[0], sel, Cin0, S[0], Cin1);
	 adder_sub_1bit asb1(A[1], B[1], sel, Cin1, S[1], Cin2);
	 adder_sub_1bit asb2(A[2], B[2], sel, Cin2, S[2], Cin3);
	 adder_sub_1bit asb3(A[3], B[3], sel, Cin3, S[3], Cout);
endmodule
==> ./run.sh <==
#!/bin/bash
# OpenROAD 26Q1-2900-gdf79404cd8, Yosys 0.63+post, stock flow scripts
make -C /OpenROAD-flow-scripts/flow DESIGN_CONFIG=/design/flow/config.mk WORK_HOME=/design/flow/orfs finish
==> flow_summary_export.csv <==
group,metric,value,unit
finish,final_common_cell,"clkdlybuf4s50_1",
detailed_routing,viasPerCell,1.63,
setup_path,cp-end-kind,"output pin",
power,seqPwrFrac,0,%
power,internal-power,27.4,uW
detailed_routing,vias,117,
job,drv_cap,0,
power,power.net_switching,12.2,uW
detailed_routing,wirelength,508,um
place,hpwl,501,um
finish,drive_gt1_share,3.85,%
yosys,synth_cell_types,6,
yosys,synth_seq_share,0,%
global_routing,grt_pass1_wl,696,um
setup_path,slowest_stage,"clkdlybuf4s50_1",
global_routing,grt_usage,1.46,%
finish,flop_area,0,sq um
global_routing,antenna_found_initial,0,
sta,period_minus_slack,4.39,ns
cts,post_cts_resized,0,
setup_path,worstSetupPathType,"in -> out",
floorplan,die_area,0.00640,sq mm
yosys,avgSynthCellArea,9.46,sq um
sta,hold_viol,0,
yosys,yosys_cells,16,
worst_hold_path,hold_class,"in -> out",
detailed_routing,drt-initial-drc-count,6,
finish,area_delta_synth_final,111,%
sta,tightest_slew,0.234,ns
floorplan,core-area,0.00342,sq mm
yosys,postSynthCellCount,16,
power,powerDensity,124,mW/mm^2
yosys,syn-cell-area,151,sq um
power,leakage,0.000117,uW
setup_path,worstPathCellList,"clkdlybuf4s50_1 -> mux2_2 -> fa_1 -> inv_1 -> fa_1 -> inv_1 -> fa_1 -> clkdlybuf4s50_1",
setup_path,arrival,3.45,ns
sta,slew_viol_final,0,
job,warning_count,35,
yosys,yosys.area.top_type,"fa_1",
yosys,synth-area-yosys,151,sq um
setup_path,cp_max_fo,2,
detailed_routing,antenna_cells_inserted,0,
setup_path,critPathRequiredTime,3.76,ns
detailed_routing,drc,0,
power,clkPwrFrac,0,%
global_routing,grt_pass1_vias,139,
finish,final_cell_mix,"clkdlybuf4s50_1, inv_1, xor2_1, fa_1",
finish,clockBufferCount,0,
global_routing,grt_max_degree,5,
sta,setup_viol,0,
detailed_routing,wire_per_inst,7.06,um
outcome,status,"finished clean",
yosys,top_cell_area_share,39.7,%
cts,cts_setup_buffers,0,
setup_path,slowest_delay,0.50,ns
detailed_routing,final_antenna_net_count,0,
global_routing,overflow,0,
power,ir_drop,28.2,uV
floorplan,die_h,80,um
finish,utilization,9.34,%
setup_path,cp-start-kind,"input port",
power,switching_share,30.9,%
setup_path,critPathMostFrequentCell,"fa_1",
yosys,top_cells_by_area,"fa_1, buf_4, xor2_1",
floorplan,die-width,80,um
sta,period_used_share,93.3,%
sta,slew_headroom,84.3,%
detailed_routing,drt_pass1_iterations,3,
sta,tns,0,ns
place,routabilityCongestion,0.734,
floorplan,io_pins,14,
sta,rsz0062_at_grt,"false",
finish,seq_cell_count,0,
cts,cts_hold_buf,0,
floorplan,rows,21,
power,p_comb_share,100.0,%
sta,fmax,228,MHz
yosys,ys_warn_count,0,
floorplan,fp-utilization,4.43,%
place,port_buffers,14,
## layer usage
layer / part of all wire [%] / global-route usage (%) / vias to the layer above
met5: 0 / 0 / -
met4: 0 / 0 / 0
met3: 27 / 1.36 / 0
met2: 22 / 1.20 / 12
met1: 51 / 2.39 / 44
li1: - / - / 61
## critical path: cells and delay by family
| kind | cells | cell delay (ns) |
|---|---|---|
| muxes | 1 | 0.36 |
| adders and majority gates | 3 | 1.04 |
| buffers and inverters | 4 | 1.12 |
## metrics by stage
step | total power (uW) | std cells | cell area (sq um) | hold slack [ns] | worst slack, ns
2_1_floorplan | 18.6 | 16 | 151 | 1.99 | 1.30
3_3_place_gp | 38.6 | 72 | 319 | 2.85 | 0.328
3_5_place_dp | 39.8 | 72 | 319 | 2.85 | 0.293
4_1_cts | 40.1 | 72 | 319 | 2.86 | 0.290
5_1_grt | 43.9 | 72 | 319 | 2.89 | 0.215
6_report | 39.6 | 72 | 319 | 2.85 | 0.314
## worst paths after layout
path | startpoint | endpoint | slack, ns | depth (start not counted)
max | B[0] | S[3] | 0.31 | 8
min | B[0] | S[0] | 2.85 | 3
## Yosys cell counts
cell type / number
buf_4: 4
xor2_1: 3
inv_1: 4
xnor2_1: 1
fa_1: 3
mux2_2: 1
## cell type report
type	count	area [sq um]
inverter	4	15.0
tap	46	57.6
timing repair buffer	14	140
fill	407	3100
multi-input combinational	8	106
## logic make-up (layout without fill, tap and decap cells)
| family | count (synthesis) | count (layout) | synth area share, % |
|---|---|---|---|
| adder cells (fa/ha/maj) | 3 | 3 | 39.7 |
| multiplexers | 1 | 1 | 7.44 |
| buffers and inverters | 8 | 18 | 29.7 |
| XOR/XNOR | 4 | 4 | 23.1 |
## power by group through the flow
stage / Combinational (uW) / Sequential (uW) / Clock (uW)
after CTS: 40.1 / 0 / 0
after global routing: 43.9 / 0 / 0
final: 39.6 / 0 / 0
Power and IR drop assume default switching activity.
