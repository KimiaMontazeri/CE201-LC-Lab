### design/flow/run.sh
#!/bin/bash
# OpenROAD 26Q1-2900-gdf79404cd8, Yosys 0.63+post, stock flow scripts
make -C /OpenROAD-flow-scripts/flow DESIGN_CONFIG=/design/flow/config.mk WORK_HOME=/design/flow/orfs finish
### design/flow/config.mk
export PLATFORM = sky130hd
export DESIGN_NAME = comparator_3bit
export DESIGN_NICKNAME = comparator_3bit
export VERILOG_FILES = /design/flow/design.v
export SDC_FILE = /design/flow/constraint.sdc
export NUM_CORES = 4
export LEC_CHECK = 1
export CORE_AREA = 10 10 70 70
export DIE_AREA = 0 0 80 80
### design/flow/constraint.sdc
current_design comparator_3bit

set clk_period 2.7
set clk_io_pct 0.2

create_clock -name clk0 -period $clk_period

set non_clock_inputs [all_inputs -no_clocks]
set_input_delay [expr $clk_period * $clk_io_pct] -clock clk0 $non_clock_inputs
set_output_delay [expr $clk_period * $clk_io_pct] -clock clk0 [all_outputs]
### design/flow/design.v
`timescale 1ns / 1ps
module comparator_3bit(a0, a1, a2, b0, b1, b2, L, E, G, lt, eq, gt);
	input a0, a1, a2, b0, b1, b2, L, E, G;
	output lt, eq, gt;
	wire a0_not, a1_not, a2_not, b0_not, b1_not, b2_not;
	wire x0, x1, x2, w0, w1, w2, w3, w4, w5, w6, w7, w8, w9, w10, w11;
	not 
	g0(a0_not, a0),
	g1(a1_not, a1),
	g2(a2_not, a2),
	g3(b0_not, b0),
	g4(b1_not, b1),
	g5(b2_not, b2);
	xnor 
	g6(x0, a0, b0),
	g7(x1, a1, b1),
	g8(x2, a2, b2);
	and 
	g9(w0, x0, x1, x2),
	g10(w1, a0, b0_not, x1, x2),
	g11(w2, a1, b1_not, x2),
	g12(w3, a2, b2_not),
	g13(w4, a0_not, b0, x1, x2),
	g14(w5, a1_not, b1, x2),
	g15(w6, a2_not, b2);
	and
	g16(eq, w0, E), 
	g17(w8, w0, G),
	g18(w9, w0, L);
	or
	g19(w10, w1, w2, w3),
	g20(w11, w4, w5, w6);
	or
	g21(gt, w10, w8),
	g22(lt, w11, w9);
endmodule
==> impl_summary.log <==
[report] implementation figures
[metrics] final weighted congestion in routability-driven placement: 0.621
[metrics] combined area of all synthesized cells: 141 um2
[metrics] Avg WL per Cell: 7.94 um
[metrics] number of port buffers: 12
[metrics] post-layout total power: 41.8 uW
[metrics] number of distinct library cells after synthesis: 6
[metrics] endpoints failing hold: 0
[metrics] Highest Clock Rate: 384 MHz
[metrics] critical path, cell by cell: clkdlybuf4s50_1, inv_1, ha_4, and4_2, clkdlybuf4s50_1
[metrics] final cycle utilization of the critical path: 0.965
[metrics] crit path capture type: output port
[metrics] highest-delay cell along the critical path: sky130_fd_sc_hd__clkdlybuf4s50_1
[metrics] wire length reported by the detailed router: 619 um
[metrics] routed vias: 171
[metrics] worst min-delay path class: in -> out
[metrics] cell area power density: 123 nW/um2
[metrics] sequential fraction of the synthesis area: 0
[metrics] biggest fanout along the worst timing path: 4
[metrics] tally of clock buffers in the finished layout: 0
[metrics] setup violation total in the final timing report: 0
[metrics] # DRC: 0
[metrics] overall die height: 80 um
[metrics] total I/O pin count: 12
[metrics] antenna cells: 0
[metrics] Initial Util: 0.0414
[metrics] fillcell total: 415
[metrics] number of global-route vias before repair: 196
[metrics] count of mapped cells out of synthesis: 20
[metrics] Row Count: 21
[metrics] total area of sequential cells: 0 um2
[metrics] Hold Crit Depth: 4
[metrics] total global routing overflow: 0
[metrics] die outline area: 6400 um2
[metrics] Yosys warning total: 0
[metrics] setup TNS after final layout: 0 ns
[metrics] transition at the pin with the smallest max-transition slack: 0.163 ns
[metrics] Post-CTS Repair Setup Buffers: 0
[metrics] All-Layer GR Usage: 0.0187
[metrics] Leak: 0.162 nW
[metrics] kind of start point of the critical path: input port
[metrics] layout cell share with drive strength beyond 1: 0.0938
[metrics] core utilization of the finished layout: 0.0996
[metrics] time the final worst path needs with I/O delays and setup: 2.61 ns
[metrics] routed via count divided by cell count: 2.19
[metrics] mean cell area of the mapped netlist: 7.07 um2
[metrics] top library cells by usage in the layout, fill and taps aside: sky130_fd_sc_hd__clkdlybuf4s50_1 (10), sky130_fd_sc_hd__inv_1 (6), sky130_fd_sc_hd__ha_1 (5)
[metrics] maximum VDD drop: 0.0141 mV
[metrics] unrepaired setup endpoints after global routing: no
[metrics] area of the core: 3420 um2
[metrics] max-capacitance violation count: 0
[metrics] sequential cell count: 0
[metrics] Chip Width: 80 um
[metrics] leading cell type in the layout, fill and taps excluded: sky130_fd_sc_hd__clkdlybuf4s50_1
[metrics] global-route wire length before repair: 979 um
[metrics] 1st-pass router iterations: 2
[metrics] Most common cell on crit path: sky130_fd_sc_hd__clkdlybuf4s50_1
[metrics] outcome: completed
[metrics] pin count of the biggest net entering global routing: 5
[metrics] Data arrival, critical path: 2.07 ns
[metrics] Yosys Instances: 20
[metrics] count of nets left with antenna violations after detail routing: 0
[metrics] number of max-slew violations in the final report: 0
[metrics] Detail Placement HPWL: 553 um
[metrics] critical path class: in -> out
[metrics] number of logged tool warnings: 35
[metrics] worst-case headroom to the max-slew limit: 0.891
[metrics] required time reported for the critical path endpoint: 2.16 ns
[metrics] yosys-reported design area after synthesis: 141 um2
[metrics] layout-stage area growth over the synthesis result: 141%
[metrics] Starting DRT DRC Count: 9
[metrics] maximum cell stage delay along the critical path: 0.49 ns
[metrics] number of antenna violations at the first check in global routing: 0
[power by group]
group | internal (mW) | total, mW | switching (mW)
Combinational | 0.0264 | 0.0418 | 0.0153
Clock | 0 | 0 | 0
Sequential | 0 | 0 | 0
Total | 0.0264 | 0.0418 | 0.0153
[final cells by class]
| cell class | instances | area [um2] | share of cell area |
|---|---|---|---|
| inverter | 6 | 22.5 | 0.0662 |
| multi-input combinational | 14 | 135 | 0.397 |
| tap | 46 | 57.6 | 0.169 |
| timing repair buffer | 12 | 125 | 0.368 |
[cells by family after synthesis]
| logic type | count (synthesis) | share of synthesized area |
|---|---|---|
| AOI/OAI and AO/OA | 6 | 0.212 |
| adders and majority gates | 6 | 0.531 |
| buffers and inverters | 6 | 0.159 |
| and+or+nand+nor | 2 | 0.0973 |
[critical path, delay by kind of cell]
kind	cells	cell delay [ns]
and+or+nand+nor	1	0.20
adders and majority gates	1	0.28
buffers and inverters	3	1.04
[routing by layer]
metal	wire length, um	share of wire	track usage
met1	306	0.49	0.0224
met2	267	0.43	0.0329
met3	46	0.074	0.00682
met4	0	0	0
met5	0	0	0
[per-stage QoR]
| step | cells | area, um2 | setup WS (ns) | hold WS [ns] |
|---|---|---|---|---|
| 3_5_place_dp | 78 | 319 | 0.00639 | 2.12 |
| 4_1_cts | 78 | 319 | 0.00409 | 2.13 |
| 3_3_place_gp | 78 | 319 | 0.0716 | 2.12 |
| 6_report | 78 | 340 | 0.0935 | 1.81 |
| 2_1_floorplan | 20 | 141 | 1.09 | 1.19 |
| 5_1_grt | 78 | 340 | 0.0410 | 1.85 |
[synth_stat cells]
master | number | area [um2]
sky130_fd_sc_hd__a21oi_1 | 4 | 20.0
sky130_fd_sc_hd__and4_2 | 1 | 10.0
sky130_fd_sc_hd__ha_1 | 6 | 75.1
sky130_fd_sc_hd__inv_1 | 6 | 22.5
sky130_fd_sc_hd__nand2_1 | 1 | 3.75
sky130_fd_sc_hd__o21ai_1 | 2 | 10.0
[path summary, 6_finish.rpt]
check  startpoint  end
min             L   lt
max            a2   eq
[repair_timing]
item / CTS / global route
hold buffers: 0 / 0
setup endpoints to repair: 0 / 2
gates resized: 0 / 4
Power figures rest on the tool's default switching activity, not on a simulated workload.
