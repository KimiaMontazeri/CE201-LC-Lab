==> flow/design.v <==
`timescale 1ns / 1ps
`timescale 1ns / 1ps
module multiplier(A, B, y
    );
	 input [1:0] A;
	 input [1:0] B;
	 output [3:0] y;
	 wire [1:0] w0;
	 wire [2:0] w1;
	 assign w0[0] = A[0] & B[0];
	 assign w0[1] = A[0] & B[1];
	 assign w1[0] = 1'b0;
	 assign w1[1] = A[1] & B[0];
	 assign w1[2] = A[1] & B[1];
	 assign y[2:0] = w1 + w0;
	 assign y[3] = w0[1] & w1[1];
endmodule
module alu(A, B, sel, y
    );
	 input [1:0] A;
	 input [1:0] B;
	 input [1:0] sel;
	 output [3:0] y;
	 reg [3:0] y;
	 wire [3:0] multiply_res;
	 multiplier m(A, B, multiply_res);
	 always @ (A or B or multiply_res or sel)
		case (sel)
			2'b00: begin 
						y[1:0] = ~A; 
						y[3:2] = 2'b00; 
					 end
			2'b01: begin 
						y[1:0] = ~(A & B); 
						y[3:2] = 2'b00;
					 end
			2'b10: y = A + B;
			2'b11: y = multiply_res;
		endcase
endmodule
==> flow/run.sh <==
#!/bin/bash
# OpenROAD 26Q1-2900-gdf79404cd8, Yosys 0.63+post, stock flow scripts
make -C /OpenROAD-flow-scripts/flow DESIGN_CONFIG=/design/flow/config.mk WORK_HOME=/design/flow/orfs finish
==> flow/config.mk <==
export PLATFORM = sky130hd
export DESIGN_NAME = alu
export DESIGN_NICKNAME = alu
export VERILOG_FILES = /design/flow/design.v
export SDC_FILE = /design/flow/constraint.sdc
export NUM_CORES = 4
export LEC_CHECK = 1
export CORE_AREA = 10 10 70 70
export DIE_AREA = 0 0 80 80
==> flow/constraint.sdc <==
current_design alu

set clk_period 2.2
set clk_io_pct 0.2

create_clock -name clk0 -period $clk_period

set non_clock_inputs [all_inputs -no_clocks]
set_input_delay [expr $clk_period * $clk_io_pct] -clock clk0 $non_clock_inputs
set_output_delay [expr $clk_period * $clk_io_pct] -clock clk0 [all_outputs]
==> changes_impl.md <==
## Flow update

* CP max stage cell: fa_1
* Vias in the first global route at 239
* Synthesis warning total at 1
* Pin count of the biggest net entering global routing at 7
* Tool warning count at 35
* Hold WS at 1420 ps
* Worst-margin pin slew at 229 ps
* Critical-path cell list: buf_8 > ha_4 > inv_2 > fa_1 > inv_1 > mux4_2 > buf_2
* Top-level I/O count at 10
* Period minus WS final at 2210 ps
* Flip-flops at 0
* Sw Ratio at 38.0%
* Antenna violations before repair at 0
* Violated checks: negative setup slack
* Worst Path Max Fanout at 2
* Synth Area per Inst at 7.92 um2
* FF+latch area at 0 um2
* DP HPWL at 539 um
* Post-synth seq share at 0%
* Sw power at 0.0221 mW
* Post-DRT Antenna Nets at 0
* Post-Syn Area at 166 um2
* Top cells by area, synth: ha_1 (23%), inv_1 (14%), mux4_2 (14%)
* Setup TNS at -10.6 ps
* Max-slew headroom at 84.7%
* Maximum capacitance violations at 0
* Peak supply drop at 0.0000638 V
* Flop pwr share at 0%
* Yosys Chip Area at 166 um2
* Vias/cell at 2.41
* Clock Power Share at 0%
* Synth cell types at 12
* Global-route wire length before repair at 1060 um
* Die area at 0.00640 mm2
* Die H at 80 um
* Period utilisation layout at 100%
* Buffers on Ports at 10
* Core ar. at 0.00342 mm2
* Worst hold-check path type: input pin to output port
* Hold buffers post-CTS at 0
* Max-slew violation count at 0
* CP Data Arrival Time at 1770 ps
* Final setup fails at 1
* Req. time, crit path at 1760 ps
* Area Overhead vs Synth at 129%
* Setup repair after global routing missed its margin: yes
* Row cnt at 21
* Setup ws final at -10.6 ps
* Top cell type by total area after synthesis: ha_1
* Max-area cell share at 22.6%
* CP Launch Type: input pin
* Leakage at 0.178 nW
* Most frequent cells after synthesis: inv_1 (6), ha_1 (3), a21oi_1 (2), and2_1 (2)
* Layout cell share with drive strength beyond 1 at 45.9%
* Fin util at 11.1%
* Outcome: complete, but fails checks
* Worst Setup Slack post-DPL at -785 ps
* Router iterations before antenna repair at 1
* Crit. End Element: output port
* Internal power at 0.0360 mW
* Fmax at 0.452 GHz
* Most common cell in the netlist: inv_1
* Chip Width at 80 um
* Critical path's largest stage delay at 470 ps
* WL final at 629 um
* Fp util at 4.87%
* Final GP Congestion at 0.760
* Total track usage at 1.99%
* Vias at 200
* Clkbuf count at 0
* Overflow after GRT at 0
* # diodes at 0
* Final hold violations at 0
* Avg WL per Cell at 7.58 um
* Pwr Total at 0.0581 mW
* # Cells Yosys at 21
* PD cells at 153 mW/mm2
* # DRC at 0
* CP Class: input pin to output port
* DRT iter0 DRCs at 0
* Combinational share of power at 100.0%
* Syn Inst Count at 21
## power by group through the flow
stage | Combinational [mW] | Clock, mW | Sequential, mW
after CTS | 0.0570 | 0 | 0
after global routing | 0.0654 | 0 | 0
final | 0.0581 | 0 | 0
## cell type report
type,instances,area [um2]
timing repair buffer,16,144
fill,413,3040
multi-input combinational,15,156
inverter,6,22.5
tap,46,57.6
## through the flow
stage | std cells | cell area, um2
after floorplan | 21 | 166
after global placement | 82 | 362
after detailed placement | 82 | 362
after CTS | 83 | 370
after global routing | 83 | 380
final | 83 | 380
## cell usage in the layout (no fill, tap or decap)
cell and n:
a211oi_1 1, a21oi_1 2, and2_1 2, and3_2 1
buf_2 3, buf_4 5, buf_6 1, buf_8 2
clkdlybuf4s50_1 2, dlygate4sd2_1 2, dlymetal6s2s_1 1, fa_1 1
ha_1 2, ha_4 1, inv_1 3, inv_2 3
mux4_2 1, nor2_1 1, o21ai_0 1, xnor2_1 1
xor2_1 1
## critical path: cells and delay by family
kind | cells | cell delay [ps]
multiplexers | 1 | 450
buffers and inverters | 4 | 290
adder cells (fa/ha/maj) | 2 | 600
## worst paths after layout
| path | start | to | slack (ps) | cells past startpoint |
|---|---|---|---|---|
| worst min-delay path | sel[0] | y[1] | 1420 | 3 |
| worst max-delay path | A[0] | y[1] | -10 | 7 |
## kinds of logic (layout without fill, tap and decap cells)
group	Yosys count	in the layout	synth area share, %
muxes	1	1	13.5
and+or+nand+nor	4	4	14.3
AOI/OAI and AO/OA	4	4	13.5
buffers and inverters	6	22	13.5
xor gates and xnor gates	2	2	10.5
adders and majority gates	4	4	34.6
## repair_timing
action | CTS | global route
endpoints found under the setup margin | 4 | 2
buffers inserted | 1 | 0
pin swaps | 1 | 1
resized | 30 | 3
## per-layer routing
layer	GRT usage [%]	vias up	wire length [um]
met4	0	0	0
met2	2.73	10	198
li1	-	101	-
met1	3.33	89	398
met5	0	-	0
met3	0.227	0	32
Power figures rest on the tool's default switching activity, not on a simulated workload.
